==> /design/flow/design.v <==
module command_control #(
	parameter RESET_CYCLES = 100
) (
	input wire clk,
	input wire reset_n,
	output wire [10:0] debug_state,
	output wire [31:0] debug_reset_count,
	output wire [(32 - 1):0] o_addr,
	output wire [(32 - 1):0] o_write_data,
	output wire o_write_valid,
	input wire i_write_ready,
	input wire [(32 - 1):0] i_read_data,
	output wire o_read_req,
	input wire i_read_valid,
	input wire [((1 + 4 + 4 + 16) - 1):0] usb_flit_data,
	output wire [(8 - 1):0] o_response,
	input wire usb_rd_n,
	input wire usb_wr_n,
	input wire usb_ce_n,
	output wire usb_isout,
	output wire o_sw_reset_n
);
	wire w_parity;
	wire [4-1:0] w_flit_type;
	wire [4-1:0] w_flit_data_len;
	wire [16-1:0] w_flit_payload;
	assign {w_parity, w_flit_type, w_flit_data_len, w_flit_payload} = usb_flit_data;
	wire w_parity_error;
	assign w_parity_error = ^usb_flit_data != 0;
	reg [(32 - 1):0] r_addr;
	localparam STATE_W = 11;
	localparam STATE_WAIT_B = 0;
	localparam STATE_WAIT = 1 << STATE_WAIT_B;				 
	localparam STATE_READ_ADDR_B = 1;
	localparam STATE_READ_ADDR = 1 << STATE_READ_ADDR_B;	 
	localparam STATE_WAIT_READ_B = 2;
	localparam STATE_WAIT_READ = 1 << STATE_WAIT_READ_B;	 
	localparam STATE_SEND_READY_B = 3;
	localparam STATE_SEND_READY = 1 << STATE_SEND_READY_B;	 
	localparam STATE_SEND_DATA_B = 4;
	localparam STATE_SEND_DATA = 1 << STATE_SEND_DATA_B;	 
	localparam STATE_WRITE_ADDR_B = 5;
	localparam STATE_WRITE_ADDR = 1 << STATE_WRITE_ADDR_B;	 
	localparam STATE_WRITE_UPPER_B = 6;
	localparam STATE_WRITE_UPPER = 1 << STATE_WRITE_UPPER_B; 
	localparam STATE_WRITE_LOWER_B = 7;
	localparam STATE_WRITE_LOWER = 1 << STATE_WRITE_LOWER_B; 
	localparam STATE_SYNC_WRITE_B = 8;
	localparam STATE_SYNC_WRITE = 1 << STATE_SYNC_WRITE_B;	 
	localparam STATE_RESET_B = 9;
	localparam STATE_RESET = 1 << STATE_RESET_B;			 
	localparam STATE_RESPOND_B = 10;
	localparam STATE_RESPOND = 1 << STATE_RESPOND_B;		 
	reg [STATE_W-1:0] r_state;
	reg [(8 - 1):0] r_response;
	reg [16-1:0] r_recv_data_count;
	wire w_read_enable;
	wire w_write_enable;
	reg r_usb_ce_n;
	always @(posedge clk or negedge reset_n) begin
		if (!reset_n) begin
			r_usb_ce_n <= 1'b1;
		end else begin
			r_usb_ce_n <= usb_ce_n;
		end
	end
	assign w_read_enable = r_usb_ce_n == 1'b1 && usb_ce_n == 1'b0 && usb_rd_n == 1'b0;
	assign w_write_enable = r_usb_ce_n == 1'b1 && usb_ce_n == 1'b0 && usb_wr_n == 1'b0;
	reg [4-1:0] r_write_data_len;
	reg [(32 - 1):0] r_write_data;
	reg [16:0] r_write_data_count;
	wire w_write_buf_dequeue;
	reg r_write_buf_enqueue;
	wire w_write_buf_flush;
	wire w_write_buf_empty;
	wire [(32 - 1):0] w_write_buf_data;
	fifo write_buffer (
		.clk(clk),
		.reset_n(reset_n),
		.i_flush(w_write_buf_flush),
		.i_data(r_write_data),
		.i_write_enable(r_write_buf_enqueue),
		.o_full(),
		.o_data(w_write_buf_data),
		.i_read_enable(w_write_buf_dequeue),
		.o_empty(w_write_buf_empty),
		.o_almost_empty()
	);
	assign w_write_buf_dequeue = o_write_valid && i_write_ready;
	assign w_write_buf_flush = r_state[STATE_WAIT_B] && !w_write_buf_empty;
	reg [4-1:0] r_read_data_len;
	reg [16:0] r_read_data_count;
	reg r_read_buf_dequeue;
	wire w_read_buf_enqueue;
	wire w_read_buf_empty;
	wire [(32 - 1):0] w_read_buf_data;
	wire w_read_buf_flush;
	reg r_read_valid;  
	fifo read_buffer (
		.clk(clk),
		.reset_n(reset_n),
		.i_data(i_read_data),
		.i_write_enable(w_read_buf_enqueue),
		.i_flush(w_read_buf_flush),
		.o_full(),
		.o_data(w_read_buf_data),
		.i_read_enable(r_read_buf_dequeue),
		.o_empty(w_read_buf_empty),
		.o_almost_empty()
	);
	always @(posedge clk or negedge reset_n) begin
		if (!reset_n) begin
			r_read_valid <= 0;
		end else begin
			r_read_valid <= i_read_valid;
		end
	end
	assign w_read_buf_enqueue = r_state[STATE_WAIT_READ_B] && i_read_valid && r_read_data_count <= r_read_data_len;
	assign o_read_req = r_state[STATE_WAIT_READ_B] & !r_read_valid;
	assign w_read_buf_flush = r_state[STATE_WAIT_B] && !w_read_buf_empty;
	wire w_state_reset;
	assign w_state_reset = usb_flit_data[(1 + 4 + 4 + 16)-1:8] == 17'h0FF_FF && w_read_enable;
	localparam RESET_COUNT_W = $clog2(RESET_CYCLES);
	reg [RESET_COUNT_W-1:0] r_reset_count;
	always @(posedge clk or negedge reset_n) begin
		if (!reset_n) begin
			r_state <= STATE_WAIT;
			r_recv_data_count <= 0;
			r_write_data <= 0;
			r_read_data_len <= 0;
			r_write_data_len <= 0;
			r_addr <= 0;
			r_write_buf_enqueue <= 0;
			r_response <= 8'hff;
			r_reset_count <= 0;
		end else begin
			r_write_buf_enqueue <= 0;
			if (w_state_reset) begin
				r_state <= STATE_WAIT;
			end else begin
				case (r_state)
					STATE_WAIT: begin
						if (w_write_enable) begin
							if (w_parity_error) begin
								r_response <= 8'h01;
								r_state <= STATE_RESPOND;
							end else begin
								case (w_flit_type)
									4'h0: begin
										r_state <= STATE_READ_ADDR;
										r_read_data_len <= w_flit_data_len;
										r_addr <= {w_flit_payload, 16'h0000};
									end
									4'h2: begin
										r_state <= STATE_WRITE_ADDR;
										r_write_data_len <= w_flit_data_len;
										r_recv_data_count <= 0;
										r_addr <= {w_flit_payload, 16'h0000};
									end
									4'h6: begin
										r_state <= STATE_RESET;
										r_reset_count <= 0;
									end
									default: begin
										r_response <= 8'h02;
										r_state <= STATE_RESPOND;
									end
								endcase
							end
						end
					end
					STATE_READ_ADDR: begin
						if (w_write_enable) begin
							if (w_parity_error) begin
								r_response <= 8'h01;
								r_state <= STATE_RESPOND;
							end else if (w_flit_type == 4'h1) begin
								r_addr[(16 - 1):0] <= w_flit_payload;
								r_state <= STATE_WAIT_READ;
							end else begin
								r_response <= 8'h01;
								r_state <= STATE_RESPOND;
							end
						end
					end
					STATE_WRITE_ADDR: begin
						if (w_write_enable) begin
							if (w_parity_error) begin
								r_response <= 8'h01;
								r_state <= STATE_RESPOND;
							end else if (w_flit_type == 4'h3) begin
								r_addr[(16 - 1):0] <= w_flit_payload;
								r_state <= STATE_WRITE_UPPER;
							end else begin
								r_response <= 8'h02;
								r_state <= STATE_RESPOND;
							end
						end
					end
					STATE_WRITE_UPPER: begin
						if (w_write_enable) begin
							if (w_parity_error) begin
								r_response <= 8'h01;
								r_state <= STATE_RESPOND;
							end else if (w_flit_type == 4'h4) begin
								r_state <= STATE_WRITE_LOWER;
								r_write_data <= {w_flit_payload, 16'h0000};
							end else begin
								r_response <= 8'h02;
								r_state <= STATE_RESPOND;
							end
						end
					end
					STATE_WRITE_LOWER: begin
						if (w_write_enable) begin
							if (w_parity_error) begin
								r_response <= 8'h01;
								r_state <= STATE_RESPOND;
							end else if (w_flit_type == 4'h5) begin
								r_write_data[(16 - 1):0] <= w_flit_payload;
								r_write_buf_enqueue <= 1;
								if (r_recv_data_count == r_write_data_len) begin
									r_state <= STATE_SYNC_WRITE;
								end else begin
									r_recv_data_count <= r_recv_data_count + 1;
									r_state <= STATE_WRITE_UPPER;
								end
							end else begin
								r_response <= 8'h02;
								r_state <= STATE_RESPOND;
							end
						end
					end
					STATE_SYNC_WRITE: begin
						if (w_write_buf_empty && !r_write_buf_enqueue) begin
							r_response <= 8'h00;
							r_state <= STATE_RESPOND;
						end
					end
					STATE_WAIT_READ: begin
						if (r_read_data_count == r_read_data_len + 1) begin
							r_state <= STATE_SEND_READY;
						end
					end
					STATE_SEND_READY: begin
						if (w_read_enable) begin
							r_state <= STATE_SEND_DATA;
						end
					end
					STATE_SEND_DATA: begin
						if (w_read_buf_empty) begin
							r_response <= 8'h00;
							r_state <= STATE_RESPOND;
						end
					end
					STATE_RESET: begin
						if (r_reset_count == RESET_CYCLES) begin
							r_state <= STATE_RESPOND;
							r_response <= 8'h00;
						end else begin
							r_reset_count <= r_reset_count + 1;
						end
					end
					STATE_RESPOND: begin
						if (w_read_enable) begin
							r_state <= STATE_WAIT;
						end
					end
				endcase
			end
		end
	end
	always @(posedge clk or negedge reset_n) begin
		if (!reset_n) begin
			r_read_data_count <= 0;
		end else begin
			if (r_state[STATE_READ_ADDR_B]) begin
				r_read_data_count <= 0;
			end else if (r_state[STATE_WAIT_READ_B] && r_read_data_count <= r_read_data_len) begin
				if (i_read_valid) begin
					r_read_data_count <= r_read_data_count + 1;
				end
			end
		end
	end
	always @(posedge clk or negedge reset_n) begin
		if (!reset_n) begin
			r_write_data_count <= 0;
		end else begin
			if (r_state[STATE_WRITE_ADDR_B]) begin
				r_write_data_count <= 0;
			end else if (w_write_buf_dequeue) begin
				r_write_data_count <= r_write_data_count + 1;
			end
		end
	end
	reg [1:0] r_byte_count;
	always @(posedge clk or negedge reset_n) begin
		if (!reset_n) begin
			r_byte_count <= 0;
			r_read_buf_dequeue <= 0;
		end else begin
			r_read_buf_dequeue <= 0;
			if (r_state[STATE_SEND_DATA_B]) begin
				if (w_read_enable) begin
					if (r_byte_count == 3) begin
						r_byte_count <= 0;
						r_read_buf_dequeue <= 1;
					end else begin
						r_byte_count <= r_byte_count + 1;
					end
				end
			end
		end
	end
	reg [(8 - 1):0] r_response_out;
	reg [1:0] r_isout_pipe;
	always @(posedge clk or negedge reset_n) begin
		if (!reset_n) begin
			r_response_out <= 8'hff;
			r_isout_pipe <= 0;
		end else begin
			r_isout_pipe <= {r_isout_pipe[0], (usb_ce_n == 1'b0 && usb_rd_n == 1'b0)};
			if (w_read_enable) begin
				case (r_state)
					STATE_SEND_READY: begin
						r_response_out <= 8'h03;
					end
					STATE_SEND_DATA: begin
						r_response_out <= w_read_buf_data[r_byte_count * 8 +: 8];
					end
					STATE_RESPOND: begin
						r_response_out <= r_response;
					end
					default: begin
						r_response_out <= 8'hff;
					end
				endcase
			end
		end
	end
	assign o_response = r_response_out;
	assign usb_isout = r_isout_pipe[1];
	assign o_addr = (r_state[STATE_WAIT_READ_B]) ? r_addr + (r_read_data_count * 4) :
					(o_write_valid) ? r_addr + (r_write_data_count * 4) : 0;
	assign o_write_data = w_write_buf_data;
	assign o_write_valid = (r_state[STATE_WRITE_UPPER_B] || r_state[STATE_WRITE_LOWER_B] ||
							r_state[STATE_SYNC_WRITE_B]) && !w_write_buf_empty;
	assign o_sw_reset_n = r_state[STATE_RESET_B] ? 1'b0 : 1'b1;
endmodule
module fifo # (
	parameter DATA_WIDTH = 32,
	parameter DEPTH = 16,
	parameter LOG2DEPTH = 4
) (
	input clk,
	input reset_n,
	input i_flush,
	input [DATA_WIDTH-1:0] i_data,
	input i_write_enable,
	output o_full,
	output [DATA_WIDTH-1:0] o_data,
	input i_read_enable,
	output o_empty,
	output o_almost_empty
);
	reg [DATA_WIDTH-1:0] ram [0:DEPTH-1];
	reg [LOG2DEPTH-1:0] r_read_addr, r_write_addr;
	reg [LOG2DEPTH:0] r_count;
	wire w_enqueue, w_dequeue;
	assign w_dequeue = i_read_enable & !o_empty;
	assign w_enqueue = i_write_enable & (!o_full | i_read_enable);
	always @(posedge clk or negedge reset_n) begin
		if (!reset_n) begin
			r_write_addr <= 0;
		end else begin
			if (i_flush) begin
				r_write_addr <= 0;
			end else if (w_enqueue) begin
				if (r_write_addr == DEPTH-1) begin
					r_write_addr <= 0;
				end else begin
					r_write_addr <= r_write_addr + 1;
				end
			end
		end
	end
	integer  i;
	always @(posedge clk or negedge reset_n) begin
		if (!reset_n) begin
			for (i = 0; i < DEPTH; i = i + 1) begin
				ram[i] <= 0;
			end
		end else if (w_enqueue) begin
			ram[r_write_addr] <= i_data;
		end
	end
	always @(posedge clk or negedge reset_n) begin
		if (!reset_n) begin
			r_read_addr <= 0;
		end else begin
			if (i_flush) begin
				r_read_addr <= 0;
			end else if (w_dequeue) begin
				if (r_read_addr == DEPTH-1) begin
					r_read_addr <= 0;
				end else begin
					r_read_addr <= r_read_addr + 1;
				end
			end
		end
	end
	always @(posedge clk or negedge reset_n) begin
		if (!reset_n) begin
			r_count <= 0;
		end else begin
			if (i_flush) begin
				r_count <= 0;
			end else begin
				if (!o_full & i_write_enable & !w_dequeue) begin
					r_count <= r_count + 1;
				end else if (w_dequeue & !i_write_enable) begin
					r_count <= r_count - 1;
				end
			end
		end
	end
	assign o_full = (r_count == DEPTH);
	assign o_empty = (r_count == 0);
	assign o_almost_empty = (r_count <= 1);
	assign o_data = ~o_empty ? ram[r_read_addr] : 0;
endmodule
==> /design/flow/run.sh <==
#!/bin/bash
# OpenROAD 26Q1-2900-gdf79404cd8, Yosys 0.63+post, stock flow scripts
make -C /OpenROAD-flow-scripts/flow DESIGN_CONFIG=/design/flow/config.mk WORK_HOME=/design/flow/orfs finish
==> /design/flow/config.mk <==
export PLATFORM = sky130hd
export DESIGN_NAME = command_control
export DESIGN_NICKNAME = command_control
export VERILOG_FILES = /design/flow/design.v
export SDC_FILE = /design/flow/constraint.sdc
export NUM_CORES = 4
export LEC_CHECK = 1
export CORE_UTILIZATION = 30
==> /design/flow/constraint.sdc <==
current_design command_control

set clk_period 9.3
set clk_io_pct 0.2

create_clock -name clk0 -period $clk_period [get_ports {clk}]

set non_clock_inputs [all_inputs -no_clocks]
set_input_delay [expr $clk_period * $clk_io_pct] -clock clk0 $non_clock_inputs
set_output_delay [expr $clk_period * $clk_io_pct] -clock clk0 [all_outputs]
==> notes.md <==
The layout was made with Yosys and OpenROAD.

The flow ran to the end, and the final reports show no timing, DRC or antenna violations. The type of the worst setup path is reg -> out. The worst reg-to-reg path cell count is 11.

The endpoint arrival time on the critical path is 4.89 ns. In the synthesized netlist, the dominant kind of combinational cell is multiplexers. The core region is 188000 µm². The share of cells above drive strength 1 is 0.326.

For this design, Yosys synthesis ends with a cell count of 4537. The wire length of the first global-routing pass is 260000 µm. Per the cell usage report, the commonest logic cell in the layout is sky130_fd_sc_hd__dfrtp_1. The maximum buffer depth of the clock tree is 3.

The required time of the critical path is 7.44 ns. The fraction of the mapped netlist area in compound gates is 0.114. Per the STA report, the cell with the highest stage delay on the worst path is sky130_fd_sc_hd__o211ai_1. The total length of routed wires is 173000 µm. Detailed placement ended at an HPWL of 101000 µm.

The latest clock arrival within the worst-skew pair is 0.79 ns. In this run the tools logged warnings totalling 65. The count of TritonRoute iterations in the first routing pass is 33. TritonCTS built the clock tree. STA classifies the critical path endpoint as an output pin. The number of antenna-violating nets in the routed design is 0. The proportion of synthesized area in mux cells is 0.221.

For this configuration, the core starts out at a cell density of 0.302. The final period demand of the worst path is 6.75 ns. The number of post-CTS setup repair buffers is 0. The final timing summary puts the cycle share of the worst path at 0.726. The global-route usage over all layers is 0.187. The transition time of the tightest slew-check pin is 1.00 ns. The tree is rooted in a sky130_fd_sc_hd__clkbuf_16. The clock network power share is 0.446. The worst hold margin is 0.361 ns. The fmax is 0.148 GHz. The share of total power dissipated in sequential elements is 0.461. The setup violation total in the final timing report is 0. Post-synthesis, Yosys gives the total cell area as 56800 µm².

Of the total power, combinational logic draws 0.093. The top cell type's share of synthesized area is 0.527. The synthesized netlist cell count is 4537.

In this run the worst path has a maximum fanout of 6. The clock-pin slew on the worst setup and hold paths is 0.07 ns. After detailed routing, the average wire length per cell comes to 24.2 µm. The share of flip-flops with an asynchronous set or reset is 1.00.

The cell area after technology mapping is 56800 µm². The number of sinks handled by clock tree synthesis is 1209. For reference, the critical path cell chain is ha_1 > inv_1 > fa_1 > nor2b_1 > o21ai_0 > a21boi_0 > o21ai_0 > o211ai_1 > o211ai_1 > or4_1 > a21oi_1 > clkdlybuf4s50_1.

Per the run summary, max-cap violations total 0. The final-layout setup total negative slack is 0 ns. According to the floorplan log, the row count is 159. In this run, the synthesized area fraction spent on adder and majority cells is recorded as 0.0190. Dividing total power by cell area gives a power density of 181 nW/µm². For this run, the detailed router reports a per-instance via density of 5.44. The worst-case register-to-register setup slack is 4.57 ns. The count of cell types in the netlist is 91. The floorplan step set the die width to 437 µm.

STA reports the tightest min-delay check as being of type reg -> reg. The script parses the final routing iteration and logs DRC violations as 0. The count of cell instances traversed by the critical path is 12. The chip area is 191000 µm².

The total leakage power is 30.8 nW. The critical path contains buffers and inverters numbering 2 combined. The power report puts the net switching power at 0.00305 W.

OpenSTA lists the critical path endpoint as o_addr[28]. Leaving out fill and tap cells, the most frequent cells in the layout are sky130_fd_sc_hd__dfrtp_1, sky130_fd_sc_hd__mux2_2, sky130_fd_sc_hd__a22oi_1. The number of placed cells counting well taps is 6943. Detailed-route iteration 0 reported a violation count of 2744.

For this run the aggregate overflow at the end of global routing stands at 0. Endpoints failing hold in the final report were tallied at 0. The worst register-to-register path begins at write_buffer.r_count[0]$_DFFE_PN0P_.

The worst setup skew after layout is 0.0443 ns. Once synthesis finished, the tally of register bits stood at 1209. The launch point of the critical path was reported as r_read_data_count[0]$_DFFE_PN0P_.

Of the total power, the share spent switching nets is 0.258. The number of antenna violations at the first check in global routing was 16. Measured against its own limit, the worst slew margin works out to 0.325. The biggest area contributor in the post-synthesis netlist is sky130_fd_sc_hd__dfrtp_1.

The delay contributed by the slowest stage of the critical path is 0.61 ns. The floorplan die height is 437 µm. Measured on the finished design, the core utilization comes to 0.347. The via total after detailed routing is 39000. Setup repair after global routing left no endpoint under its margin.

On the critical path the largest part of the delay comes from AND-OR/OR-AND gates. The fraction of the mapped netlist area in simple logic gates is 0.0642. Buffers inserted to repair hold after CTS numbered 0. The number of global-route vias before repair came to 39400. The proportion of synthesized chip area in sequential cells is 0.533. Cell internal power was estimated by the tool at 0.00878 W. The worst setup path is launched from a register. The total clock buffers created by CTS is 132. Once layout is complete, the cells apart from fillers number 7177. The count of buffers from port buffering is 139. After clock tree synthesis, the repair step resized 0 gates. At the end of routability-driven placement, the weighted congestion stood at 0.880. The number of I/O pins is 183. The xor/xnor share of the synthesized area is 0.0141. The synthesis-to-finish area growth is 14.9%. Entering global routing, the biggest net connects 139 pins. The number of flops mapped to enable cells by yosys is 0. In this run the VDD rail shows a maximum IR drop of 0.131 mV. Looking at the reg2reg group, the worst path ends at write_buffer.ram[1][11]$_DFFE_PN0P_.

The post-synthesis average cell area is 12.5 µm². By area the synthesized netlist is led by sky130_fd_sc_hd__dfrtp_1, sky130_fd_sc_hd__mux2_2, sky130_fd_sc_hd__a22oi_1. The most frequently used flop master after synthesis is sky130_fd_sc_hd__dfrtp_1. Pins over their slew limit in the final report were tallied at 0. For this run, the number of Yosys warnings is 46. Looking at the clock tree report, the H-tree level count equals 4.
worst reg2reg max path: stages, from the launching register on:
cell,delay (ns)
sky130_fd_sc_hd__dfrtp_1,0.41
sky130_fd_sc_hd__nor4_2,0.10
sky130_fd_sc_hd__nand2_2,0.07
sky130_fd_sc_hd__buf_4,0.58
sky130_fd_sc_hd__nand2_1,0.44
sky130_fd_sc_hd__inv_1,0.51
sky130_fd_sc_hd__and2_1,0.48
sky130_fd_sc_hd__o21a_1,0.17
sky130_fd_sc_hd__buf_4,0.28
sky130_fd_sc_hd__nand3_2,0.68
sky130_fd_sc_hd__buf_4,0.56
sky130_fd_sc_hd__mux2_2,0.34
worst min path at each step:
stage,from,to,slack [ns],cells past startpoint
CTS,r_isout_pipe[0]$_DFF_PN0_,r_isout_pipe[1]$_DFF_PN0_,0.38,0
global route,r_isout_pipe[0]$_DFF_PN0_,r_isout_pipe[1]$_DFF_PN0_,0.37,0
finish,r_isout_pipe[0]$_DFF_PN0_,r_isout_pipe[1]$_DFF_PN0_,0.36,0
per-stage QoR:
stage	worst slack, ns	power [W]	cell area [µm²]
5_1_grt	2.30	0.0123	65300
4_1_cts	2.63	0.0119	65300
2_1_floorplan	4.64	0.00615	57000
6_report	2.55	0.0118	65300
3_5_place_dp	3.46	0.00665	60900
3_3_place_gp	3.47	0.00664	60900
flip-flops by register name, indices dropped and copies added, names as in the netlist, 5 cells and up:
| name | count |
|---|---|
| r_recv_data_count | 16 |
| read_buffer.ram | 512 |
| r_write_data | 32 |
| r_response_out | 8 |
| write_buffer.ram | 512 |
| r_addr | 32 |
| read_buffer.r_count | 5 |
| r_read_data_count | 17 |
| r_state | 11 |
| write_buffer.r_count | 5 |
| r_reset_count | 7 |
| r_write_data_count | 17 |
power by group through the flow:
| stage | combinational (W) | sequential (W) | clock (W) |
|---|---|---|---|
| after CTS | 0.00110 | 0.00546 | 0.00538 |
| after global routing | 0.00121 | 0.00547 | 0.00559 |
| final | 0.00110 | 0.00546 | 0.00527 |
area by class of cell:
type                    instances  area, µm²
repair buffers                262       2410
multi-input cells            2919      24900
well taps                    2495       3120
clock buffers                 194       3720
diodes                          5       12.5
fillers                     18000     123000
flip-flops and latches       1209      30300
inverters                      58        218
clock inverters                35        637
cells by family after synthesis:
kind of cell	Yosys count
AOI/OAI and AO/OA	872
xor gates and xnor gates	90
adders and majority gates	84
buffers and inverters	451
DFF	1209
muxes	1118
other	1
and+or+nand+nor	712
routing by layer:
metal,routed length [µm],track usage
met5,55,0
met1,71500,0.254
met4,5130,0.0486
met3,16600,0.0717
met2,80100,0.284
synthesized netlist by cell type (80+ instances only):
cell and n:
sky130_fd_sc_hd__a21oi_1 117, sky130_fd_sc_hd__a22o_1 81, sky130_fd_sc_hd__a22oi_1 282, sky130_fd_sc_hd__clkbuf_1 221, sky130_fd_sc_hd__dfrtp_1 1196, sky130_fd_sc_hd__ha_1 80
sky130_fd_sc_hd__mux2_2 1096, sky130_fd_sc_hd__nand2_1 184, sky130_fd_sc_hd__nand3_1 88, sky130_fd_sc_hd__nand4_1 94, sky130_fd_sc_hd__nor2_1 139, sky130_fd_sc_hd__o21ai_0 100
Power is estimated from default activity; no workload was simulated.
