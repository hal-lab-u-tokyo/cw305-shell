--- flow/config.mk ---
export PLATFORM = sky130hd
export DESIGN_NAME = cdc_pulse
export DESIGN_NICKNAME = cdc_pulse
export VERILOG_FILES = /design/flow/design.v
export SDC_FILE = /design/flow/constraint.sdc
export NUM_CORES = 4
export LEC_CHECK = 1
export CORE_AREA = 10 10 70 70
export DIE_AREA = 0 0 80 80
--- flow/constraint.sdc ---
current_design cdc_pulse

set clk_period 1.0
set clk_io_pct 0.2

create_clock -name clk0 -period $clk_period [get_ports {clk_dst}]
create_clock -name clk1 -period $clk_period [get_ports {clk_src}]

set non_clock_inputs [all_inputs -no_clocks]
set_input_delay [expr $clk_period * $clk_io_pct] -clock clk0 $non_clock_inputs
set_output_delay [expr $clk_period * $clk_io_pct] -clock clk0 [all_outputs]
--- flow/design.v ---
module cdc_pulse #(
	parameter SYNC_DEPTH = 2
)(
	input wire src_reset_n,
	input wire dst_reset_n,
	input wire clk_src,
	input wire src_pulse,
	input wire clk_dst,
	output wire dst_pulse,
	input wire dst_ready
);
	wire w_async_req;
	wire w_async_ack;
	cdc_pulse_sender #(
		.SYNC_DEPTH(SYNC_DEPTH)
	) sender0 (
		.reset_n(src_reset_n),
		.clk(clk_src),
		.i_pulse(src_pulse),
		.o_async_req(w_async_req),
		.i_async_ack(w_async_ack)
	);
	cdc_pulse_receiver #(
		.SYNC_DEPTH(SYNC_DEPTH)
	) receiver0 (
		.reset_n(dst_reset_n),
		.clk(clk_dst),
		.o_pulse(dst_pulse),
		.i_ready(dst_ready),
		.i_async_req(w_async_req),
		.o_async_ack(w_async_ack)
	);
endmodule
module cdc_pulse_sender #(
	parameter SYNC_DEPTH = 2
) (
	input wire reset_n,
	input wire clk,
	input wire i_pulse,
	output wire o_async_req,
	input wire i_async_ack
);
	reg r_req;
	wire w_synced_ack;
	(* ASYNC_REG = "TRUE" *)
	(* DONT_TOUCH = "TRUE" *)
	reg [SYNC_DEPTH-1:0] r_ack_sync_stage;
	always @(posedge clk or negedge reset_n) begin
		if (~reset_n) begin
			r_ack_sync_stage <= {SYNC_DEPTH{1'b0}};
		end else begin
			r_ack_sync_stage <= {r_ack_sync_stage[SYNC_DEPTH-2:0], i_async_ack};
		end
	end
	assign w_synced_ack = r_ack_sync_stage[SYNC_DEPTH-1];
	reg r_pulse;
	always @(posedge clk or negedge reset_n) begin
		if (~reset_n) begin
			r_pulse <= 1'b0;
		end else begin
			r_pulse <= i_pulse;
		end
	end
	wire w_pulse_edge = !r_pulse && i_pulse;
	reg r_wait_ack_trans;
	always @(posedge clk or negedge reset_n) begin
		if (~reset_n) begin
			r_wait_ack_trans <= 1'b0;
		end else begin
			if (!r_wait_ack_trans && w_pulse_edge) begin
				r_wait_ack_trans <= 1'b1;
			end else if (r_wait_ack_trans && r_req == w_synced_ack) begin
				r_wait_ack_trans <= 1'b0;
			end
		end
	end
	always @(posedge clk or negedge reset_n) begin
		if (~reset_n) begin
			r_req <= 1'b0;
		end else begin
			if (!r_wait_ack_trans && w_pulse_edge) begin
				r_req <= ~r_req;  
			end
		end
	end
	assign o_async_req = r_req;
endmodule
module cdc_pulse_receiver #(
	parameter SYNC_DEPTH = 2
) (
	input wire reset_n,
	input wire clk,
	output wire o_pulse,
	input wire i_ready,
	input wire i_async_req,
	output wire o_async_ack
);
	wire w_synced_req;
	reg r_synced_req;  
	(* ASYNC_REG = "TRUE" *)
	(* DONT_TOUCH = "TRUE" *)
	reg [SYNC_DEPTH-1:0] r_req_sync_stage;
	always @(posedge clk or negedge reset_n) begin
		if (~reset_n) begin
			r_req_sync_stage <= {SYNC_DEPTH{1'b0}};
		end else begin
			r_req_sync_stage <= {r_req_sync_stage[SYNC_DEPTH-2:0], i_async_req};
		end
	end
	assign w_synced_req = r_req_sync_stage[SYNC_DEPTH-1];
	reg r_ack, r_ack_delay;
	wire w_toggle_ack;
	always @(posedge clk or negedge reset_n) begin
		if (~reset_n) begin
			r_ack <= 1'b0;
			r_ack_delay <= 1'b0;
		end else begin
			r_ack_delay <= r_ack;
			if (r_ack != r_synced_req && i_ready) begin
				r_ack <= ~r_ack;
			end
		end
	end
	assign w_toggle_ack = r_ack != r_ack_delay;
	always @(posedge clk or negedge reset_n) begin
		if (~reset_n) begin
			r_synced_req <= 1'b0;
		end else begin
			r_synced_req <= w_synced_req;
		end
	end
	assign o_pulse = w_toggle_ack;
	assign o_async_ack = r_ack;
endmodule
--- flow/run.sh ---
#!/bin/bash
# OpenROAD 26Q1-2900-gdf79404cd8, Yosys 0.63+post, stock flow scripts
make -C /OpenROAD-flow-scripts/flow DESIGN_CONFIG=/design/flow/config.mk WORK_HOME=/design/flow/orfs finish
==> impl_metrics.toml <==
# physical design summary
[power]
power.share.clock_pct = 32.9
comb_power_share_pct = 19.0
seq_power_share_pct = 48.2
p_int_mw = 1.07
p_per_area_mw_per_mm2 = 2910
irDropWorstVdd_uv = 1480
p_leak_nw = 0.206
p_switching_uw = 333
switching_share_pct = 23.6

[clocking]
clk_pin_slew_ps = 50
holdBufCountCts = 0
numClockSinks = 10
cts_tree = "yes"

[routing]
wl_um = 512
vias_per_cell = 2.17
drtIter0Drc = 8
wl_per_cell_um = 6.65
routed.top_layer = "met4"
drcViolationCount = 0
wl_met3_um = 104
vias = 167
dr.pass1.iters = 2
postRouteAntennaNets = 0
antenna-diode-count = 0
drt-met1-wl_um = 266
wl_met2_um = 135

[floorplan]
floorplan.core_util_pct = 9.05
die_y_um = 80
pin_count = 7
die_area_mm2 = 0.00640
core_area_mm2 = 0.00342
rows = 21
die_w_um = 80

[synthesis]
most_common_cell = "dfrtp_1"
netlist_instances = 16
ys_top_cells_by_count = "dfrtp_1, xor2_1, a21o_2, mux2_2, nor3b_2"
seq_area_frac_synth_pct = 81.0
synth-edff-count = 0
netlist_area_um2 = 309
yosys.area.top_type_share_pct = 81.0
async_flop_share_pct = 100
synth_top_flop_cell = "dfrtp_1"
synthDistinctLibCells = 5
ys_cells = 16
ys_warn_count = 2
synth_top_cell_by_area = "dfrtp_1"
yosys_area_um2 = 309
netlist_top_cells_area = "dfrtp_1, xor2_1, nor3b_2"
syn_avg_cell_area_um2 = 19.3
ys.flops = 10

[setup_path]
start_kind = "flop"
cp-end-kind = "primary output"
worstPathMaxFanout = 2
worstSetupPathType = "reg -> out"
critPathArrivalTime_ps = 870
required_ps = 800

[final_timing]
tightest_slew_ps = 213
finalSetupViolations = 1
slew_headroom_pct = 85.8
finalClockSkew_ps = 5.23
rsz0062_at_grt = "yes"
setup_ws_ps = -70.9
setup_tns_ps = -70.9
final-hold-violation-count = 0
slew_violations = 0
whs_ps = 169

[global_routing]
grt_pass1_vias = 196
antenna_found_initial = 0
grtUsageTotal_pct = 1.91
grt_max_degree = 6
grt_pass1_wl_um = 890
grt_overflow = 0

[flow_run]
drv_cap = 0
log.warning_count = 28

[final_layout]
areaGrowthSynthToFinish_pct = 56.3
drive_gt1_share_pct = 38.7
final_cells = 77

[hold_path]
hold_path_class = "in -> async"

[placed_design]
dpl.hpwl_um = 385
port_buffers = 5
gp_congestion = 0.716
pre_cts_ws_ps = -224
dp.cells = 68

[status]
status = "complete, but fails checks"
violations = "setup timing"
[state kept, by name, indices dropped and copies added, names as in the netlist]
| name | cells |
|---|---|
| receiver0.r_ack | 1 |
| receiver0.r_ack_delay | 1 |
| receiver0.r_req_sync_stage | 2 |
| receiver0.r_synced_req | 1 |
| sender0.r_ack_sync_stage | 2 |
| sender0.r_pulse | 1 |
| sender0.r_req | 1 |
| sender0.r_wait_ack_trans | 1 |
[placed cells by master (no fill, tap or decap)]
cell | Yosys | layout
a21o_2 | 1 | 1
nor3b_2 | 1 | 1
dfrtp_1 | 10 | 10
clkbuf_4 | 0 | 6
buf_6 | 0 | 1
clkbuf_1 | 0 | 2
buf_2 | 0 | 1
buf_4 | 0 | 1
mux2_2 | 1 | 1
clkdlybuf4s50_1 | 0 | 4
xor2_1 | 3 | 3
[cell families (layout without fill, tap and decap cells)]
kind of cell / count (synthesis) / count (layout) / share of synthesized area [%]
buf+inv: 0 / 15 / 0
flops: 10 / 10 / 81.0
xor+xnor: 3 / 3 / 8.50
compound gates: 1 / 1 / 2.83
mux: 1 / 1 / 3.64
simple gates: 1 / 1 / 4.05
[cell type report]
type / instances / area (um^2)
clock buffers: 8 / 52.6
fillers: 390 / 2930
multi-input cells: 6 / 58.8
flip-flops and latches: 10 / 250
well taps: 46 / 57.6
repair buffers: 7 / 63.8
[what timing repair did]
| action | in CTS | in global routing |
|---|---|---|
| setup buffers | 1 | 0 |
| gates resized | 4 | 0 |
| pin swaps | 1 | 0 |
| endpoints found under the hold margin | 0 | 0 |
| endpoints found under the setup margin | 1 | 2 |
[path summary, 6_finish.rpt]
check / startpoint / to / slack [ps] / cells after the start
hold / removal: dst_reset_n / receiver0.r_ack / 170 / 1
setup / recovery: receiver0.r_ack / dst_pulse / -70 / 2
hold reg to reg: receiver0.r_req_sync_stage[1] / receiver0.r_synced_req / 340 / 0
setup reg to reg: receiver0.r_ack / receiver0.r_ack / 0 / 3
min in group clk1: sender0.r_ack_sync_stage[0] / sender0.r_ack_sync_stage[1] / 340 / 0
max in group asynchronous: dst_reset_n / receiver0.r_req_sync_stage[0] / 640 / 1
max in group clk1: sender0.r_req / sender0.r_wait_ack_trans / 110 / 2
min in group clk0: receiver0.r_req_sync_stage[1] / receiver0.r_synced_req / 340 / 0
[routing by layer]
layer	vias up	track usage, %
li1	81	-
met1	71	2.25
met2	13	1.85
met3	2	2.61
met4	0	0.528
met5	-	0
[power groups by stage]
stage | combinational [mW] | sequential [mW] | clock [mW]
after CTS | 0.275 | 0.679 | 0.490
after global routing | 0.298 | 0.698 | 0.546
final | 0.267 | 0.678 | 0.462
[worst max-delay path, stage by stage (launching register included)]
cell     delay, ps
dfrtp_1        380
xor2_1         140
buf_2          110
[stage by stage]
| stage | cell area [um^2] | power (mW) | util [%] |
|---|---|---|---|
| final | 483 | 1.41 | 14.1 |
| after floorplan | 309 | 0.772 | - |
| after CTS | 483 | 1.44 | 14.1 |
| after detailed placement | 424 | 0.952 | 12.4 |
| after global routing | 483 | 1.54 | 14.1 |
| after global placement | 424 | 0.937 | 12.4 |
No activity file was given, so power comes from the tool's default toggle rates.
