==> flow/design.v <==
`timescale 1 ns / 1 ps
	module usb_interface_v1_0_M00_AXI #
	(
		parameter  C_M_START_DATA_VALUE	= 32'h00000000,
		parameter  C_M_TARGET_SLAVE_BASE_ADDR	= 32'h00000000,
		parameter integer C_M_AXI_ADDR_WIDTH	= 32,
		parameter integer C_M_AXI_DATA_WIDTH	= 32,
		parameter integer C_M_TRANSACTIONS_NUM	= 4
	)
	(
		input wire [(32 - 1):0] i_addr,
		input wire [(32 - 1):0] i_write_data,
		input wire i_write_valid,
		output wire o_write_ready,
		output wire [(32 - 1):0] o_read_data,
		input wire i_read_req,
		output wire o_read_data_valid,
		input wire  M_AXI_ACLK,
		input wire  M_AXI_ARESETN,
		output wire [C_M_AXI_ADDR_WIDTH-1 : 0] M_AXI_AWADDR,
		output wire [2 : 0] M_AXI_AWPROT,
		output wire  M_AXI_AWVALID,
		input wire  M_AXI_AWREADY,
		output wire [C_M_AXI_DATA_WIDTH-1 : 0] M_AXI_WDATA,
		output wire [C_M_AXI_DATA_WIDTH/8-1 : 0] M_AXI_WSTRB,
		output wire  M_AXI_WVALID,
		input wire  M_AXI_WREADY,
		input wire [1 : 0] M_AXI_BRESP,
		input wire  M_AXI_BVALID,
		output wire  M_AXI_BREADY,
		output wire [C_M_AXI_ADDR_WIDTH-1 : 0] M_AXI_ARADDR,
		output wire [2 : 0] M_AXI_ARPROT,
		output wire  M_AXI_ARVALID,
		input wire  M_AXI_ARREADY,
		input wire [C_M_AXI_DATA_WIDTH-1 : 0] M_AXI_RDATA,
		input wire [1 : 0] M_AXI_RRESP,
		input wire  M_AXI_RVALID,
		output wire  M_AXI_RREADY
	);
	reg r_axi_awvalid, r_axi_wvalid, r_axi_bready;
	reg r_axi_arvalid, r_axi_rready;
	reg [C_M_AXI_ADDR_WIDTH-1 : 0] 	r_axi_awaddr;
	reg [C_M_AXI_DATA_WIDTH-1 : 0] 	r_axi_wdata;
	reg [C_M_AXI_ADDR_WIDTH-1 : 0] 	r_axi_araddr;
	reg [C_M_AXI_DATA_WIDTH-1 : 0] r_read_data;
	reg r_rvalid;
	reg r_read_req, r_read_req_delayed;
	reg r_write_valid, r_write_valid_delayed;
	reg r_axi_awready, r_axi_wready;
	wire w_raise_read_req;
	wire w_raise_write_valid;
	assign w_raise_read_req = r_read_req && ~r_read_req_delayed;
	assign w_raise_write_valid = r_write_valid && ~r_write_valid_delayed;
	assign M_AXI_AWADDR	= C_M_TARGET_SLAVE_BASE_ADDR + r_axi_awaddr;
	assign M_AXI_WDATA	= r_axi_wdata;
	assign M_AXI_AWPROT	= 3'b000;
	assign M_AXI_AWVALID	= r_axi_awvalid;
	assign M_AXI_WVALID	= r_axi_wvalid;
	assign M_AXI_WSTRB	= 4'b1111;
	assign M_AXI_BREADY	= r_axi_bready;
	assign M_AXI_ARADDR	= C_M_TARGET_SLAVE_BASE_ADDR + r_axi_araddr;
	assign M_AXI_ARVALID	= r_axi_arvalid;
	assign M_AXI_ARPROT	= 3'b001;
	assign M_AXI_RREADY = i_read_req;
	assign o_write_ready = r_axi_awready && r_axi_wready;
	assign o_read_data_valid = r_rvalid;
	assign o_read_data = r_read_data;
	always @(posedge M_AXI_ACLK) begin
		if (M_AXI_ARESETN == 0) begin
			r_read_req <= 0;
			r_read_req_delayed <= 0;
			r_write_valid <= 0;
			r_write_valid_delayed <= 0;
		end else begin
			r_read_req <= i_read_req;
			r_read_req_delayed <= r_read_req;
			r_write_valid <= i_write_valid;
			r_write_valid_delayed <= r_write_valid;
		end
	end
	always @(posedge M_AXI_ACLK) begin
		if (M_AXI_ARESETN == 0) begin
			r_axi_awvalid <= 1'b0;
		end else begin
			if (w_raise_write_valid) begin
				r_axi_awvalid <= 1'b1;
			end else if (M_AXI_AWREADY && r_axi_awvalid) begin
				r_axi_awvalid <= 1'b0;
			end
		end
	end
	always @(posedge M_AXI_ACLK) begin
		if (M_AXI_ARESETN == 0) begin
			r_axi_wvalid <= 1'b0;
		end else if (w_raise_write_valid) begin
			r_axi_wvalid <= 1'b1;
 		end else if (M_AXI_WREADY && r_axi_wvalid) begin
			r_axi_wvalid <= 1'b0;
		end
	end
	always @(posedge M_AXI_ACLK) begin
		if (M_AXI_ARESETN == 0) begin
			r_axi_awready <= 1'b0;
			r_axi_wready <= 1'b0;
		end else begin
			if (r_axi_awready && r_axi_wready) begin
				r_axi_awready <= 1'b0;
				r_axi_wready <= 1'b0;
			end else begin
				if (M_AXI_AWREADY) begin
					r_axi_awready <= 1'b1;
				end
				if (M_AXI_WREADY) begin
					r_axi_wready <= 1'b1;
				end
			end
		end
	end
	always @(posedge M_AXI_ACLK) begin
		if (M_AXI_ARESETN == 0) begin
			r_axi_bready <= 1'b0;
		end else if (M_AXI_BVALID && ~r_axi_bready) begin
			r_axi_bready <= 1'b1;
		end else if (r_axi_bready) begin
			r_axi_bready <= 1'b0;
		end
	end
	always @(posedge M_AXI_ACLK) begin
		if (M_AXI_ARESETN == 0) begin
			r_axi_arvalid <= 1'b0;
		end else if (w_raise_read_req) begin
			r_axi_arvalid <= 1'b1;
		end	else if (M_AXI_ARREADY && r_axi_arvalid) begin
				r_axi_arvalid <= 1'b0;
		end
	end
	always @(posedge M_AXI_ACLK) begin
		if (M_AXI_ARESETN == 0) begin
			r_read_data <= 0;
			r_rvalid <= 0;
		end else begin
			r_rvalid <= M_AXI_RVALID;
			if (M_AXI_RVALID) begin
				r_read_data <= M_AXI_RDATA;
			end
		end
	end
	always @(posedge M_AXI_ACLK) begin
		if (M_AXI_ARESETN == 0) begin
			r_axi_awaddr <= 0;
		end else if (w_raise_write_valid) begin
			r_axi_awaddr <= i_addr;
		end
	end
	always @(posedge M_AXI_ACLK) begin
		if (M_AXI_ARESETN == 0) begin
			r_axi_wdata <= C_M_START_DATA_VALUE;
		end else if (w_raise_write_valid) begin
			r_axi_wdata <= i_write_data;
		end
	end
	always @(posedge M_AXI_ACLK) begin
		if (M_AXI_ARESETN == 0) begin
			r_axi_araddr <= 0;
		end else if (w_raise_read_req) begin
			r_axi_araddr <= i_addr;
		end
	end
endmodule
==> flow/run.sh <==
#!/bin/bash
# OpenROAD 26Q1-2900-gdf79404cd8, Yosys 0.63+post, stock flow scripts
make -C /OpenROAD-flow-scripts/flow DESIGN_CONFIG=/design/flow/config.mk WORK_HOME=/design/flow/orfs finish
==> flow/config.mk <==
export PLATFORM = sky130hd
export DESIGN_NAME = usb_interface_v1_0_M00_AXI
export DESIGN_NICKNAME = usb_interface_v1_0_M00_AXI
export VERILOG_FILES = /design/flow/design.v
export SDC_FILE = /design/flow/constraint.sdc
export NUM_CORES = 4
export LEC_CHECK = 1
export CORE_UTILIZATION = 30
==> flow/constraint.sdc <==
current_design usb_interface_v1_0_M00_AXI

set clk_period 3.8
set clk_io_pct 0.2

create_clock -name clk0 -period $clk_period [get_ports {M_AXI_ACLK}]

set non_clock_inputs [all_inputs -no_clocks]
set_input_delay [expr $clk_period * $clk_io_pct] -clock clk0 $non_clock_inputs
set_output_delay [expr $clk_period * $clk_io_pct] -clock clk0 [all_outputs]
==> qor.yml <==
run_status:
  outcome: "finished clean"
grt:
  antenna_found_initial: 0
  grt_pass1_vias: 3903
  grt_overflow: 0
  grt_usage_pct: 14.4
  grt_pass1_wl_mm: 20.3
  grt_max_degree: 84
cts:
  insertion_delay_ns: 0.40
  root_buffer: "clkbuf_16"
  postCtsHoldBufs: 0
  post_cts_buffers: 0
  cts_resized: 0
  numCtsBuffers: 17
  clkTransAtPathRegs_ns: 0.06
  clockBufferDepth: 2
  cts.sinks: 139
  htree_levels: 4
  cts_tree: "done"
setup_path:
  slowest_stage: "clkdlybuf4s50_1"
  r2r_setup_slack_ns: 2.28
  cp.depth: 2
  cpMostUsedCell: "clkdlybuf4s50_1"
  path_class: "input port to primary output"
  cp-end-kind: "primary output"
  crit_fanout: 2
  crit_path_start_kind: "input port"
  path_buffers: 2
  r2r_cells: 3
  crit_arrival_ns: 1.71
  crit-reg2reg-launch: "r_read_req_delayed"
  timing.rr.end: "r_axi_araddr[9]"
  crit_chain: "clkdlybuf4s50_1, clkdlybuf4s50_1"
  cpPeakStageDelay_ns: 0.48
  critical_path.top_delay_family: "buffers and inverters"
  crit_required_ns: 3.04
yosys:
  adder_share_pct: 0
  yosys_area_mm2: 0.00533
  ys_seq_share_pct: 52.2
  async_reset_ff_share_pct: 0
  mux_share_pct: 24.0
  logic_family: "multiplexers"
  common_cells: "161 x nand2_1, 139 x dfxtp_1, 128 x mux2i_1, 34 x nor2b_1, 20 x buf_2"
  synth_top_cell_by_area: "dfxtp_1"
  edf_count: 0
  simple_gate_share_pct: 16.9
  synth-xor-area-share_pct: 0
  synth.area.top_cells: "dfxtp_1 52%, mux2i_1 24%, nand2_1 11%, nor2b_1 4.0%, buf_4 2.7%"
  ys_cells: 531
  yosysUniqueCellTypes: 17
  syn_area_per_cell_um2: 10.0
  ys.flop_type: "dfxtp_1"
  synthCells: 531
  syn-cell-area_mm2: 0.00533
  top_area_share_pct: 52.2
  synthAoiAreaFrac_pct: 0.657
  synth_flops: 139
  yosysMostFrequentCell: "nand2_1"
  ys_warn_count: 1
power_and_ir_drop:
  p_leak_uw: 0.00342
  swShare_pct: 20.9
  clockPowerShare_pct: 47.3
  seq_power_share_pct: 41.2
  p_per_area_mw_per_mm2: 454
  p_comb_share_pct: 11.4
  p_switching_uw: 798
  ir_worst_vdd_mv: 0.316
  p_int_uw: 3020
run:
  maxCapViolCount: 0
  warnings: 29
drt:
  dr_wl_met2_mm: 6.09
  dr.pass1.iters: 5
  wl_per_cell_um: 13.5
  wirelength_mm: 13.3
  drt-initial-drc-count: 125
  num_antenna_cells: 0
  vias: 4179
  ant_nets: 0
  drc_errors: 0
  wl_met1_mm: 5.92
  met3_length_mm: 1.17
  highest_layer: "met4"
  viasPerCell: 4.22
hold_path:
  hold_class: "flop to flop"
  holdPathEnd: "r_axi_bready"
  min_path_cells: 1
  hp-start: "r_axi_bready"
layout:
  postLayoutCoreUtil_pct: 48.5
  area_delta_synth_final_pct: 57.7
  nFillCells: 1537
  fin_area_mm2: 0.00841
  drive_gt1_share_pct: 5.23
  final_cells: 990
floorplanning:
  fp_util_pct: 30.7
  die_area_mm2: 0.0183
  io_pins: 254
  rows: 48
  die_w_um: 135
  core_mm2: 0.0174
  die_h_um: 135
final_timing:
  clock_skew_ns: 0.00375
  rsz0062_at_grt: "false"
  fmax_mhz: 405
  setup_viol: 0
  max_slew_margin_pct: 52.1
  timing.setup.tns_ns: 0
  slew_violations: 0
  hold_ws_ns: 0.422
  timing.final.crit_share_pct: 65.0
  worst_pin_slew_ns: 0.718
  min_period_ns: 2.47
  hold_viol: 0
placed_design:
  gp_congestion: 0.794
  dp_hpwl_mm: 9.04
  dpl.cell_count: 960
  numPortBuffers: 239
  dpl_cell_area_mm2: 0.00776
[cell usage in the layout (no fill, tap or decap)]
cell type,instances
buf_4,6
nor2b_4,1
clkinv_4,3
dfxtp_1,139
nor2_1,2
o21a_1,2
buf_12,1
bufinv_16,5
mux2i_1,128
clkbuf_8,2
clkinv_2,2
buf_2,1
conb_1,10
nand2b_2,1
nand2_1,161
clkdlybuf4s50_1,237
nor2b_1,34
nand2b_1,3
o21ai_0,1
and2_1,6
a21boi_0,1
clkinvlp_4,1
a21boi_1,1
clkbuf_16,17
[flip-flops by register name, indices dropped and copies added (netlist names), 32 cells and up]
signal,cells
r_axi_wdata,32
r_axi_araddr,32
r_read_data,32
r_axi_awaddr,32
[per-stage QoR]
stage	setup slack (ns)	power, uW
floorplan	2.18	1770
global route	1.30	3980
finish	1.33	3820
detailed placement	1.33	2050
CTS	1.33	3880
global placement	1.35	2040
[cells by family (layout without fill, tap and decap cells)]
group	count (synthesis)	after routing
DFF	139	139
other	2	10
buffers and inverters	49	275
AOI/OAI and AO/OA	5	5
muxes	128	128
and+or+nand+nor	208	208
[power by group through the flow]
stage	clock network [uW]	logic [uW]	registers (uW)
CTS	1860	444	1580
finish	1810	437	1580
global route	1920	476	1580
[worst max path at each step]
| stage | end | startpoint | slack [ns] |
|---|---|---|---|
| CTS | M_AXI_RREADY | i_read_req | 1.33 |
| finish | M_AXI_RREADY | i_read_req | 1.33 |
| global route | M_AXI_RREADY | i_read_req | 1.30 |
[routing by layer]
layer	vias to the layer above	global-route usage [%]
li1	2142	-
met1	1877	20.2
met2	151	22.4
met3	9	5.23
met4	0	1.75
met5	-	0
[final cells by class]
cell class,instances,area [um^2],share of cell area [%]
Timing Repair Buffer,245,2440,29.0
Sequential cell,139,2780,33.1
Multi-Input combinational cell,351,2260,26.8
Tap cell,225,282,3.35
Clock buffer,19,453,5.39
Clock inverter,11,194,2.31
Power figures rest on the tool's default switching activity, not on a simulated workload.
